## /design/flow/config.mk

```make
export PLATFORM = sky130hd
export DESIGN_NAME = dpram_async
export DESIGN_NICKNAME = dpram_async
export VERILOG_FILES = /design/flow/design.v
export SDC_FILE = /design/flow/constraint.sdc
export NUM_CORES = 4
export LEC_CHECK = 1
export CORE_UTILIZATION = 40
```

## /design/flow/constraint.sdc

```tcl
current_design dpram_async

set clk_period 7.6
set clk_io_pct 0.2

create_clock -name clk0 -period $clk_period [get_ports {clk}]

set non_clock_inputs [all_inputs -no_clocks]
set_input_delay [expr $clk_period * $clk_io_pct] -clock clk0 $non_clock_inputs
set_output_delay [expr $clk_period * $clk_io_pct] -clock clk0 [all_outputs]
```

## /design/flow/design.v

```verilog
module dpram_async
#(
    parameter ADDR_WIDTH = 32,
    parameter DATA_WIDTH = 32,
    parameter CLEAR_ON_INIT = 1,
    parameter ENABLE_BYPASS = 1
)
(
    clk,
    rst,
    raddr,
    re,
    waddr,
    we,
    din,
    dout
);
input                           clk;
input                           rst;
input [ADDR_WIDTH-1:0]          raddr;
input                           re;
input [ADDR_WIDTH-1:0]          waddr;
input                           we;
input [DATA_WIDTH-1:0]          din;
output [DATA_WIDTH-1:0]         dout;
reg [DATA_WIDTH-1:0]            mem[(1<<ADDR_WIDTH)-1:0];
reg [DATA_WIDTH-1:0]            rdata;
wire [DATA_WIDTH-1:0]           dout_w;
generate
  if(CLEAR_ON_INIT) begin :clear_on_init
    integer               idx;
    initial
    for(idx=0; idx < (1<<ADDR_WIDTH); idx=idx+1)
        mem[idx] = {DATA_WIDTH{1'b0}};
  end
endgenerate
generate
  if (ENABLE_BYPASS) begin : bypass_gen
    assign dout_w = (waddr == raddr && we && re) ? din : rdata;
  end else begin
    assign dout_w = rdata;
  end
endgenerate
assign dout = re ? dout_w : {DATA_WIDTH{1'b0}};
always @* begin
    if (re)
        rdata = mem[raddr];
    else
        rdata = {DATA_WIDTH{1'b0}};
end
always @(posedge clk) begin
    if (we)
        mem[waddr] <= din;
end
endmodule
```

## /design/flow/run.sh

```bash
#!/bin/bash
# OpenROAD 26Q1-2900-gdf79404cd8, Yosys 0.63+post, stock flow scripts
make -C /OpenROAD-flow-scripts/flow DESIGN_CONFIG=/design/flow/config.mk WORK_HOME=/design/flow/orfs finish
```

==> results.toml <==
# implementation run metrics
[power_and_ir_drop]
p_per_area_mw_per_mm2 = 149.5
leakage_nw = 1.697
peakVddDrop_mv = 0.1065

[job]
maxCapViolCount = 0
tool_warnings = 27

[clocking]
clk_path_buf_depth = 2
path_clk_slew_ps = 70
cts_setup_buffers = 0
cts.sinks = 64
clockRootBuffer = "clkbuf_8"
post_cts_resized = 0
holdBufCountCts = 0
cts_made_buffers = 9
cts_tree = "yes"
h-tree-depth = 3

[logic_synthesis]
avgSynthCellArea_um2 = 12.51
ys.flops = 64
yosys.cell_types.count = 18
ys_cells = 274
synthCells = 274
yosysSeqAreaShare_pct = 56.06
syn_area_mm2 = 0.003428
yosysWarnings = 1
ys_chip_area_mm2 = 0.003428

[die]
row_count = 33
fp_util_pct = 41.52
die_x_um = 94.58
die_h_um = 94.58
core_mm2 = 0.008258
pin_count = 132
dieArea_mm2 = 0.008945

[sta]
slew_violations = 0
finalWorstSetupSlack_ps = 1919
worst_slew_margin_rel_pct = 56.99
setup_tns_ps = 0
tightest_slew_ps = 645.1
setup_viol = 0
rsz0062_at_grt = "no"
finalHoldViolCount = 0
fin_crit_ps = 5681
fmax_mhz = 176.0
finalCritPeriodShare_pct = 74.75

[routing]
drt_iter0_drc = 64
vias_per_cell = 4.936
drc = 0
wirelength_um = 7607
wl_per_cell_um = 14.69
num_vias = 2557
antenna_left = 0
dr.pass1.iters = 4
antenna_cells = 0

[placed_design]
dpl.hpwl_um = 5293
place.gp.congestion = 0.8853
io_buffer_count = 130
place_area_mm2 = 0.004837
place_ws_ps = 1910

[global_route]
grt-ovfl-total = 0
grt_max_degree = 66
antenna_found_initial = 0
grt_pass1_vias = 2415
grt_pass1_wl_um = 11780
globalRouteTotalUtil_pct = 18.38

[layout]
final_core_util_pct = 60.65
syn_to_final_growth_pct = 46.09
final_area_mm2 = 0.005009
drive_gt1_share_pct = 14.29

[worst_setup_path]
critPathCaptureType = "output port"
critPathBufInv = 3
cp-start-kind = "input pin"
cpMaxStageDelayCell = "buf_4"
critPathMaxStageDelay_ps = 520
cp_top_family = "buffers and inverters"
path_max_fanout = 32
arrival_ps = 4160
cp_cell_sequence = "clkdlybuf4s50_1 -> xor2_1 -> nor4_1 -> nand4_1 -> nor3_4 -> buf_4 -> mux2i_1 -> clkdlybuf4s50_1"
cp_common_cell = "clkdlybuf4s50_1"
critPathKind = "in -> out"
worstPathRequired_ps = 6080

[outcome]
status = "completed"

[min_path]
min_path_type = "in -> reg"
-- cells in the mapped netlist --
master	n	area share (%)
mux2_2	32	11
nand3_1	2	0.29
clkbuf_1	10	1.1
nand2_1	65	7.1
nor2_1	1	0.11
xnor2_1	1	0.26
or3_1	1	0.18
nor4_1	13	2.4
nand4_1	11	2.0
xor2_1	31	7.9
or4_1	2	0.44
nor3_4	1	0.47
buf_6	3	0.99
edfxtp_1	64	56
nor3_1	3	0.44
nor4b_1	1	0.26
buf_2	1	0.15
mux2i_1	32	9.3
-- area by class of cell --
class                      count  area (um^2)
sequential                    64         1922
multi-input combinational    196         1440
tap                          105        131.4
fill                         697         3249
clock buffer                   9        123.9
timing repair buffer         137         1344
clock inverter                 7        47.55
-- final timing paths --
path,slack [ps],start,to,cells past startpoint
min,1800,din[19],mem[-1][19]$_DFFE_PP_,1
max,1920,waddr[30],dout[16],8
-- power breakdown --
part | internal (mW) | switching [mW] | total [mW]
Combinational | 0.0747 | 0.0410 | 0.116
Clock | 0.118 | 0.127 | 0.245
Sequential | 0.388 | 0.0000000000240 | 0.388
-- per-layer routing --
metal / global-route usage, % / vias to the layer above / share of wire [%] / wire (um)
li1: - / 1282 / - / -
met1: 29.30 / 1168 / 46 / 3484
met2: 27.48 / 97 / 45 / 3409
met3: 5.147 / 10 / 7.7 / 585
met4: 3.283 / 0 / 1.7 / 127
met5: 0 / - / 0 / 0
-- placed cells by master, fill, tap and decap left out, types with 7 or more instances in the layout --
cell / n
nand2_1: 65
clkbuf_8: 9
nor4_1: 13
mux2_2: 32
edfxtp_1: 64
buf_4: 7
xor2_1: 31
clkdlybuf4s50_1: 128
mux2i_1: 32
nand4_1: 11
-- kinds of logic after synthesis --
| kind of cell | synth area share (%) |
|---|---|
| XOR/XNOR | 8.175 |
| AND/OR/NAND/NOR | 13.69 |
| multiplexers | 19.85 |
| buffers and inverters | 2.226 |
| flip-flops | 56.06 |
-- flip-flops by register name (all words and copies together), names as in the netlist --
name     count
mem[-1]     32
mem         32
-- per-stage QoR --
| stage | power (mW) | hold slack (ps) | instances |
|---|---|---|---|
| after floorplan | 0.4316 | 1619 | 274 |
| after global placement | 0.5112 | 2124 | 502 |
| after detailed placement | 0.5117 | 2133 | 502 |
| after CTS | 0.7600 | 1780 | 518 |
| after global routing | 0.7841 | 1787 | 518 |
| final | 0.7489 | 1798 | 518 |
Power and IR drop assume default switching activity.
