**./run.sh**
```bash
#!/bin/bash
# OpenROAD 26Q1-2900-gdf79404cd8, Yosys 0.63+post, stock flow scripts
make -C /OpenROAD-flow-scripts/flow DESIGN_CONFIG=/design/flow/config.mk WORK_HOME=/design/flow/orfs finish
```
**./config.mk**
```make
export PLATFORM = sky130hd
export DESIGN_NAME = cpram_sclk_2w1r
export DESIGN_NICKNAME = cpram_sclk_2w1r
export VERILOG_FILES = /design/flow/design.v
export SDC_FILE = /design/flow/constraint.sdc
export NUM_CORES = 4
export LEC_CHECK = 1
export CORE_UTILIZATION = 40
```
**./constraint.sdc**
```tcl
current_design cpram_sclk_2w1r

set clk_period 7.1
set clk_io_pct 0.2

create_clock -name clk0 -period $clk_period [get_ports {clk}]

set non_clock_inputs [all_inputs -no_clocks]
set_input_delay [expr $clk_period * $clk_io_pct] -clock clk0 $non_clock_inputs
set_output_delay [expr $clk_period * $clk_io_pct] -clock clk0 [all_outputs]
```
**./design.v**
```verilog
module cpram_sclk_2w1r
#(
    parameter ADDR_WIDTH = 5,
    parameter DATA_WIDTH = 32,
    parameter CLEAR_ON_INIT = 1,
    parameter ENABLE_BYPASS = 1
)
(
    clk,
    rst,
    we1,
    waddr1,
    wdata1,
    we2,
    waddr2,
    wdata2,
    re,
    raddr,
    rdata
);
input                           clk;
input                           rst;
input                           we1;
input [ADDR_WIDTH-1:0]          waddr1;
input [DATA_WIDTH-1:0]          wdata1;
input                           we2;
input [ADDR_WIDTH-1:0]          waddr2;
input [DATA_WIDTH-1:0]          wdata2;
input                           re;
input [ADDR_WIDTH-1:0]          raddr;
output [DATA_WIDTH-1:0]         rdata;
wire [DATA_WIDTH-1:0]           dout;
wire [DATA_WIDTH-1:0]           dout0;
wire [DATA_WIDTH-1:0]           dout1;
wire [DATA_WIDTH-1:0]           dout2;
wire [DATA_WIDTH-1:0]           dout3;
reg                             sel_map[(1<<ADDR_WIDTH)-1:0];
dpram_sclk
    #(
      .ADDR_WIDTH       (ADDR_WIDTH),
      .DATA_WIDTH       (DATA_WIDTH),
      .CLEAR_ON_INIT    (CLEAR_ON_INIT),
      .ENABLE_BYPASS    (ENABLE_BYPASS)
    )
   mem0
    (
      .clk          (clk),
      .rst          (rst),
      .dout         (dout0),
      .raddr        (raddr),
      .re           (re),
      .waddr        (waddr1),
      .we           (we1),
      .din          (wdata1)
    );
dpram_sclk
    #(
      .ADDR_WIDTH       (ADDR_WIDTH),
      .DATA_WIDTH       (DATA_WIDTH),
      .CLEAR_ON_INIT    (CLEAR_ON_INIT),
      .ENABLE_BYPASS    (ENABLE_BYPASS)
    )
   mem1
    (
      .clk          (clk),
      .rst          (rst),
      .dout         (dout2),
      .raddr        (raddr),
      .re           (re),
      .waddr        (waddr2),
      .we           (we2),
      .din          (wdata2)
    );
assign dout = sel_map[raddr]==1'b0 ? dout0 : dout1;
generate
    if (ENABLE_BYPASS) begin : bypass_gen
assign rdata =
        (we2 && (raddr==waddr1)) ? wdata1 :
        (we1 && (raddr==waddr2)) ? wdata2 :
        dout;
    end else begin
assign rdata = dout;
    end
endgenerate
    always @(posedge clk)
        if (we1 && we2 && waddr1==waddr2)
            sel_map[waddr1] <= 1'b1;  
        else if (we1 && we2) begin
            sel_map[waddr1] <= 1'b0;
            sel_map[waddr2] <= 1'b1;
        end
        else if (we1)
            sel_map[waddr1] <= 1'b0;
        else if (we2)
            sel_map[waddr2] <= 1'b1;
endmodule
module dpram_sclk
#(
    parameter ADDR_WIDTH = 32,
    parameter DATA_WIDTH = 32,
    parameter CLEAR_ON_INIT = 1,
    parameter ENABLE_BYPASS = 1
)
(
    clk,
    rst,
    raddr,
    re,
    waddr,
    we,
    din,
    dout
);
input                           clk;
input                           rst;
input [ADDR_WIDTH-1:0]          raddr;
input                           re;
input [ADDR_WIDTH-1:0]          waddr;
input                           we;
input [DATA_WIDTH-1:0]          din;
output [DATA_WIDTH-1:0]         dout;
reg [DATA_WIDTH-1:0]            mem[(1<<ADDR_WIDTH)-1:0];
reg [DATA_WIDTH-1:0]            rdata;
reg                             re_r;
wire [DATA_WIDTH-1:0]           dout_w;
generate
  if(CLEAR_ON_INIT) begin :clear_on_init
    integer               idx;
    initial
    for(idx=0; idx < (1<<ADDR_WIDTH); idx=idx+1)
        mem[idx] = {DATA_WIDTH{1'b0}};
  end
endgenerate
generate
  if (ENABLE_BYPASS) begin : bypass_gen
    reg [DATA_WIDTH-1:0]  din_r;
    reg                   bypass;
    assign dout_w = bypass ? din_r : rdata;
    always @(posedge clk)
        if (re)
            din_r <= din;
    always @(posedge clk)
        if (waddr == raddr && we && re)
            bypass <= 1;
        else
            bypass <= 0;
  end else begin
    assign dout_w = rdata;
  end
endgenerate
integer idx;
always @(posedge clk)
    if (rst) begin
        re_r <= 1'b0;
    end else
        re_r <= re;
assign dout = re_r ? dout_w : {DATA_WIDTH{1'b0}};
always @(posedge clk) begin
    if (we)
        mem[waddr] <= din;
    if (re)
        rdata <= mem[raddr];
end
endmodule
```
==> impl_metrics.json <==
{
  "drive_above_1_share": 0.126,
  "yosys_cells": 2499,
  "track_usage": 0.219,
  "clockRootBuffer": "clkbuf_16",
  "cap_violations": 0,
  "topCellsByArea": "edfxtp_1 76%, mux2i_1 12%, a22oi_1 1.7%",
  "clock_path_buffers": 3,
  "synth_area_um2": 43100,
  "critPathLaunch": "raddr[2]",
  "yosys.area_share.aoi": 0.0525,
  "n_fill_cell": 8658,
  "synth_flops": 1090,
  "portBuffers": 115,
  "cts-resized-gates": 0,
  "top_logic_kind": "multiplexers",
  "htree_levels": 3,
  "cp_common_cell": "clkdlybuf4s50_1",
  "grt_pass1_wl_mm": 158,
  "edf_count": 1088,
  "top_area_frac": 0.759,
  "yosysTopAreaCell": "edfxtp_1",
  "yosys_area_um2": 43100,
  "setup_viol": 0,
  "crit_chain": "clkdlybuf4s50_1 > xor2_1 > nor4_2 > and2_2 > buf_4 > nand2_1 > a31oi_1 > clkdlybuf4s50_1",
  "clk_pin_slew_ps": 60,
  "postCtsSetupRepairBufs": 0,
  "syn2layout_area_growth_pct": 15.8,
  "antenna_found_initial": 2,
  "drt_first_pass_iters": 5,
  "power.density_nw_per_um2": 277,
  "ioPinCount": 116,
  "top_cell": "edfxtp_1",
  "endpoint": "rdata[4]",
  "die_x_um": 330,
  "yosys.area_share.simple": 0.0389,
  "cp.arrival_ps": 4430,
  "cts_sinks": 1090,
  "ys_top_cells_by_count": "1,088 x edfxtp_1, 512 x mux2i_1, 130 x nand3_1, 119 x nand2_1, 112 x a21oi_1",
  "core_area_um2": 106000,
  "ys_types": 32,
  "synthesis.instances": 2499,
  "finalNonFillerCells": 4148,
  "drv_slew": 0,
  "fp-row-count": 119,
  "dp_hpwl_mm": 56.9,
  "fmax_ghz": 0.171,
  "grt_pass1_vias": 23800,
  "path_class": "primary input to primary output",
  "wl_mm": 109,
  "cts_tree": "built",
  "worstMarginPinSlew_ps": 939,
  "insertion_delay_ps": 670,
  "reg2reg_from": "mem0.mem[2][9]",
  "clock_skew_ps": 22.2,
  "grt_max_degree": 102,
  "ctsHoldBuffers": 0,
  "synth.avg_cell_area_um2": 17.2,
  "tns_ps": 0,
  "leakage_nw": 17.1,
  "mux_share": 0.127,
  "xor_share": 0.00203,
  "adder_share": 0,
  "r2r_slack_ps": 5410,
  "openroad.warnings": 28,
  "slew_headroom": 0.372,
  "initial_utilization": 0.406,
  "wl_per_cell_um": 26.2,
  "reg2reg_depth": 5,
  "critPathTopFamily": "buffers and inverters",
  "finalCritPeriodShare": 0.824,
  "cp-start-kind": "primary input",
  "cpMaxStageDelayCell": "and2_2",
  "drc": 0,
  "worst-path-buf-inv": 3,
  "grt_overflow": 0,
  "outcome": "completed",
  "chip_area_um2": 109000,
  "ys.flop_type": "edfxtp_1",
  "worstPathRequired_ps": 5680,
  "fin_crit_ps": 5850,
  "placedCellCount": 3950,
  "hold_violations": 0,
  "drt-initial-drc-count": 1440,
  "vias": 22900,
  "yosys_warnings": 34,
  "reg2reg_to": "mem0.rdata[9]",
  "viasPerCell": 5.52,
  "ys_seq_share": 0.760,
  "cts_buffers": 107,
  "comb_area_um2": 9780,
  "ir_drop_v": 0.000232,
  "die_h_um": 330,
  "regArea_um2": 32700,
  "gp_congestion": 0.820,
  "endpoint_kind": "primary output",
  "cp_num_cells": 8,
  "ys_async_sr_fraction": 0,
  "slowest_delay_ps": 760,
  "rsz0062_at_grt": "false",
  "hold_class": "flip-flop to flip-flop",
  "path_max_fanout": 27,
  "n_antenna_cell": 0,
  "final_antenna_net_count": 0
}
## cell type report
cell class | count | share of cell area
timing repair buffer | 210 | 0.0394
multi-input combinational | 1259 | 0.196
clock buffer | 125 | 0.0563
sequential | 1090 | 0.656
clock inverter | 73 | 0.0171
tap | 1391 | 0.0349
## worst min-delay path: cells and delay by family (launching register included)
family	cells	cell delay, ps
and+or+nand+nor	3	200
muxes	1	60
DFF	1	320
## through the flow
step	power [mW]	setup WS [ps]	instance area, µm²	utilization	hold WS (ps)
after global placement	8.10	1280	46200	0.436	659
after global routing	14.2	1060	49900	0.470	733
final	13.8	1250	49900	0.470	680
after CTS	13.9	1250	49900	0.470	675
after floorplan	7.75	3220	43100	-	629
after detailed placement	8.12	1270	46200	0.436	658
## sequential cells by signal, summed over array words and instances, names as in the netlist
name / flops
mem0.mem: 1024
mem0.bypass_gen.din_r: 32
mem0.rdata: 32
mem0.bypass_gen.bypass: 1
mem0.re_r: 1
## cells by family (layout without fill, tap and decap cells)
group | Yosys count | after routing
DFF | 1090 | 1090
muxes | 544 | 544
and+or+nand+nor | 371 | 371
AOI/OAI and AO/OA | 334 | 334
buffers and inverters | 150 | 408
xor gates and xnor gates | 10 | 10
## cell usage in the layout (no fill, tap or decap), drive strengths merged, types with 5 or more instances in the layout
| master | instances |
|---|---|
| edfxtp | 1088 |
| mux2i | 512 |
| nand3 | 130 |
| clkbuf | 125 |
| a21oi | 124 |
| nand2 | 119 |
| clkdlybuf4s50 | 113 |
| buf | 97 |
| a22oi | 96 |
| nor2 | 67 |
| a22o | 64 |
| a31oi | 50 |
| clkinv | 46 |
| nor3 | 33 |
| mux2 | 32 |
| bufinv | 18 |
| xor2 | 7 |
| clkinvlp | 7 |
| nand3b | 5 |
| and2 | 5 |
## per-layer routing
layer	track usage	up-vias	share of wire
met5	0.0200	-	0.0031
met4	0.0305	8	0.016
met3	0.162	127	0.16
met2	0.331	1397	0.48
met1	0.263	11100	0.34
li1	-	10200	-
## report_power, final
group / internal [mW] / switching, mW / total [mW]
Sequential: 7.19 / 0.0273 / 7.22
Clock: 3.48 / 2.34 / 5.82
Combinational: 0.281 / 0.476 / 0.757
## how the worst min path moves through the flow
stage / start / endpoint / depth (start not counted)
4_1_cts: mem0.mem[25][28] / mem0.rdata[28] / 4
6_report: mem0.mem[25][28] / mem0.rdata[28] / 4
5_1_grt: mem0.mem[25][13] / mem0.rdata[13] / 4
No activity file was given, so power comes from the tool's default toggle rates.
