==> flow/run.sh <==
#!/bin/bash
# OpenROAD 26Q1-2900-gdf79404cd8, Yosys 0.63+post, stock flow scripts
make -C /OpenROAD-flow-scripts/flow DESIGN_CONFIG=/design/flow/config.mk WORK_HOME=/design/flow/orfs finish
==> flow/config.mk <==
export PLATFORM = sky130hd
export DESIGN_NAME = cpram_sclk_4w1r
export DESIGN_NICKNAME = cpram_sclk_4w1r
export VERILOG_FILES = /design/flow/design.v
export SDC_FILE = /design/flow/constraint.sdc
export NUM_CORES = 4
export LEC_CHECK = 1
export CORE_UTILIZATION = 30
export SYNTH_MEMORY_MAX_BITS = 65536
==> flow/design.v <==
module cpram_sclk_4w1r
#(
    parameter ADDR_WIDTH = 5,
    parameter DATA_WIDTH = 32,
    parameter CLEAR_ON_INIT = 1,
    parameter ENABLE_BYPASS = 1
)
(
    clk,
    rst,
    we1,
    waddr1,
    wdata1,
    we2,
    waddr2,
    wdata2,
    we3,
    waddr3,
    wdata3,
    we4,
    waddr4,
    wdata4,
    re,
    raddr,
    rdata
);
input                           clk;
input                           rst;
input                           we1;
input [ADDR_WIDTH-1:0]          waddr1;
input [DATA_WIDTH-1:0]          wdata1;
input                           we2;
input [ADDR_WIDTH-1:0]          waddr2;
input [DATA_WIDTH-1:0]          wdata2;
input                           we3;
input [ADDR_WIDTH-1:0]          waddr3;
input [DATA_WIDTH-1:0]          wdata3;
input                           we4;
input [ADDR_WIDTH-1:0]          waddr4;
input [DATA_WIDTH-1:0]          wdata4;
input                           re;
input [ADDR_WIDTH-1:0]          raddr;
output [DATA_WIDTH-1:0]         rdata;
wire [DATA_WIDTH-1:0]           dout;
wire [DATA_WIDTH-1:0]           dout0;
wire [DATA_WIDTH-1:0]           dout1;
wire [DATA_WIDTH-1:0]           dout2;
wire [DATA_WIDTH-1:0]           dout3;
reg [1:0]                       sel_map[(1<<ADDR_WIDTH)-1:0];
dpram_sclk
    #(
      .ADDR_WIDTH       (ADDR_WIDTH),
      .DATA_WIDTH       (DATA_WIDTH),
      .CLEAR_ON_INIT    (CLEAR_ON_INIT),
      .ENABLE_BYPASS    (ENABLE_BYPASS)
    )
   mem0
    (
      .clk          (clk),
      .rst          (rst),
      .dout         (dout0),
      .raddr        (raddr),
      .re           (re),
      .waddr        (waddr1),
      .we           (we1),
      .din          (wdata1)
    );
dpram_sclk
    #(
      .ADDR_WIDTH       (ADDR_WIDTH),
      .DATA_WIDTH       (DATA_WIDTH),
      .CLEAR_ON_INIT    (CLEAR_ON_INIT),
      .ENABLE_BYPASS    (ENABLE_BYPASS)
    )
   mem1
    (
      .clk          (clk),
      .rst          (rst),
      .dout         (dout2),
      .raddr        (raddr),
      .re           (re),
      .waddr        (waddr2),
      .we           (we2),
      .din          (wdata2)
    );
dpram_sclk
    #(
      .ADDR_WIDTH       (ADDR_WIDTH),
      .DATA_WIDTH       (DATA_WIDTH),
      .CLEAR_ON_INIT    (CLEAR_ON_INIT),
      .ENABLE_BYPASS    (ENABLE_BYPASS)
    )
   mem2
    (
      .clk          (clk),
      .rst          (rst),
      .dout         (dout3),
      .raddr        (raddr),
      .re           (re),
      .waddr        (waddr3),
      .we           (we3),
      .din          (wdata3)
    );
dpram_sclk
    #(
      .ADDR_WIDTH       (ADDR_WIDTH),
      .DATA_WIDTH       (DATA_WIDTH),
      .CLEAR_ON_INIT    (CLEAR_ON_INIT),
      .ENABLE_BYPASS    (ENABLE_BYPASS)
    )
   mem3
    (
      .clk          (clk),
      .rst          (rst),
      .dout         (dout3),
      .raddr        (raddr),
      .re           (re),
      .waddr        (waddr4),
      .we           (we4),
      .din          (wdata4)
    );
assign dout = sel_map[raddr]==2'd0 ? dout0 :
              sel_map[raddr]==2'd1 ? dout1 :
              sel_map[raddr]==2'd2 ? dout2 :
              sel_map[raddr]==2'd3 ? dout3 :
              {DATA_WIDTH{1'b0}};  
generate
    if (ENABLE_BYPASS) begin : bypass_gen
assign rdata =
        (we1 && (raddr==waddr1)) ? wdata1 :
        (we2 && (raddr==waddr2)) ? wdata2 :
        (we3 && (raddr==waddr3)) ? wdata3 :
        (we4 && (raddr==waddr4)) ? wdata4 :
        dout;
    end else begin
assign rdata = dout;
    end
endgenerate
    always @(posedge clk) begin
        if (we1)
            sel_map[waddr1] <= 2'd0;
        if (we2)
            sel_map[waddr2] <= 2'd1;
        if (we3)
            sel_map[waddr3] <= 2'd2;
        if (we4)
            sel_map[waddr4] <= 2'd3;
    end
endmodule
module dpram_sclk
#(
    parameter ADDR_WIDTH = 32,
    parameter DATA_WIDTH = 32,
    parameter CLEAR_ON_INIT = 1,
    parameter ENABLE_BYPASS = 1
)
(
    clk,
    rst,
    raddr,
    re,
    waddr,
    we,
    din,
    dout
);
input                           clk;
input                           rst;
input [ADDR_WIDTH-1:0]          raddr;
input                           re;
input [ADDR_WIDTH-1:0]          waddr;
input                           we;
input [DATA_WIDTH-1:0]          din;
output [DATA_WIDTH-1:0]         dout;
reg [DATA_WIDTH-1:0]            mem[(1<<ADDR_WIDTH)-1:0];
reg [DATA_WIDTH-1:0]            rdata;
reg                             re_r;
wire [DATA_WIDTH-1:0]           dout_w;
generate
  if(CLEAR_ON_INIT) begin :clear_on_init
    integer               idx;
    initial
    for(idx=0; idx < (1<<ADDR_WIDTH); idx=idx+1)
        mem[idx] = {DATA_WIDTH{1'b0}};
  end
endgenerate
generate
  if (ENABLE_BYPASS) begin : bypass_gen
    reg [DATA_WIDTH-1:0]  din_r;
    reg                   bypass;
    assign dout_w = bypass ? din_r : rdata;
    always @(posedge clk)
        if (re)
            din_r <= din;
    always @(posedge clk)
        if (waddr == raddr && we && re)
            bypass <= 1;
        else
            bypass <= 0;
  end else begin
    assign dout_w = rdata;
  end
endgenerate
integer idx;
always @(posedge clk)
    if (rst) begin
        re_r <= 1'b0;
    end else
        re_r <= re;
assign dout = re_r ? dout_w : {DATA_WIDTH{1'b0}};
always @(posedge clk) begin
    if (we)
        mem[waddr] <= din;
    if (re)
        rdata <= mem[raddr];
end
endmodule
==> flow/constraint.sdc <==
current_design cpram_sclk_4w1r

set clk_period 34.8
set clk_io_pct 0.2

create_clock -name clk0 -period $clk_period [get_ports {clk}]

set non_clock_inputs [all_inputs -no_clocks]
set_input_delay [expr $clk_period * $clk_io_pct] -clock clk0 $non_clock_inputs
set_output_delay [expr $clk_period * $clk_io_pct] -clock clk0 [all_outputs]
==> Table 3: Implementation characteristics <==
Summary of implementation characteristics

Parameter                              Value

Power and ir drop
  Portion of total power attributed to combinational logic .................. 6.4%
  Switch Pwr .................. 0.00190 W
  Sequential power share .................. 52.3%
  Total power divided by cell area .................. 57.6 nW/um^2
  Share of total power in the clock network .................. 41.3%
  Cell internal power dissipation .................. 0.00676 W
  Switching Share .................. 21.9%
  Worst-case vdd ir drop .................. 0.0000385 V
  Static leakage .................. 46.5 nW

Floorplanning
  Num ports .................. 192
  Overall die height .................. 656 um
  Cell Rows .................. 239
  Floorplan Utilization .................. 30.2%
  Core area .................. 425000 um^2
  Total die area .................. 431000 um^2
  Width of the chip .................. 656 um

Clock tree
  Number of buffers created by CTS .................. 345
  H-tree level count .................. 5
  Clk pin slew, worst setup/hold paths .................. 0.06 ns
  Clock latency at the later pin of the worst-skew pair .................. 0.97 ns
  Clock tree from TritonCTS .................. yes
  Number of buffers added for setup after CTS .................. 0
  Clock net sink count .................. 3333
  Post-CTS sizing .................. 0
  Post-CTS Hold Fix Bufs .................. 0
  Maximum root-to-sink buffer count .................. 4
  Clock Tree Root .................. sky130_fd_sc_hd__clkbuf_16

Cells and area
  Layout Cells excl Fill .................. 12.2k
  Number of fill cells .................. 38.1k
  Fraction of final layout cells with drive strength greater than 1 .................. 30.1%
  Layout area overhead .................. 16.9%
  Comb. cell area .................. 28200 um^2
  Final instance area .................. 150000 um^2
  Area used by sequential logic in the layout .................. 99400 um^2

Routing
  Total detailed-routing wirelength .................. 381 mm
  Routed wire per std cell .................. 31.3 um
  Antenna violation net count after detailed routing .................. 0
  Routed vias/inst .................. 5.13
  DRC viols .................. 0
  Total via count in the routed design .................. 62.3k
  Initial DRC count .................. 4630
  Pre-antenna DRT Iters .................. 10

Place
  HPWL reported at the end of detailed placement .................. 230 mm
  Cell Count Post-Placement .................. 11.5k
  Global placer's final weighted congestion .................. 0.954
  Dpl cell area .................. 139000 um^2
  Number of buffer cells added on primary ports .................. 191
  Worst setup slack before clock tree synthesis .................. 16.06 ns

Timing
  Total Negative Setup Slacks .................. 0 ns
  Clock tree skew after final layout .................. 0.0792 ns
  Unrepaired setup endpoints after global routing .................. false
  Final count of hold timing violations .................. 0
  Minimum period implied by the final worst setup slack .................. 18.87 ns
  Fmax .................. 53.0 MHz
  Slew Viols, Final .................. 0
  Transition time at the pin with the least slew margin .................. 1.01 ns
  Final setup violation count .................. 0
  Final cycle utilization of the critical path .................. 54.2%
  Max transition margin .................. 32.4%
  Final setup slack of the worst path .................. 15.93 ns

Logic synthesis
  #FFs+latches synth .................. 3333
  Synth Instances .................. 5620
  Main synth FF type .................. sky130_fd_sc_hd__edfxtp_1
  Warnings, synthesis .................. 66
  Count of flip-flops with a built-in enable after synthesis .................. 3264
  Synthesized area .................. 128000 um^2
  Count of different cell masters after synthesis .................. 51
  Async S/R FF share, synth .................. 0%
  Yosys stat cell total .................. 5620
  Seq/Total Area, Yosys .................. 77.4%
  Post-synthesis chip area from yosys .................. 128000 um^2
  Synthesized area per cell .................. 22.9 um^2

Global route
  Gr usage total .................. 19.0%
  Global-route wire length before repair .................. 528 mm
  Total global routing overflow .................. 0
  Antenna violations before repair .................. 47
  Largest net degree at the start of global routing .................. 72
  Number of global-route vias before repair .................. 68.7k

Worst setup path
  Crit path required time .................. 27.84 ns
  Cell-by-cell listing of the critical path .................. buf_4 > buf_4 > buf_4 > xor2_1 > nor4_1 > nand3_1 > nand2_1 > a31oi_1 > buf_4 > o221ai_1 > o21ai_0 > clkdlybuf4s50_1
  Slowest stage cell, crit path .................. sky130_fd_sc_hd__a31oi_1
  Kind of capture point of the worst setup path .................. primary output
  Type of the worst setup path .................. input pin to primary output
  Critical path launch point type .................. input pin
  Crit-path max cell delay .................. 0.78 ns
  Data arrival time at the worst-slack endpoint .................. 11.91 ns
  Dominant cell type by count on the critical path .................. sky130_fd_sc_hd__buf_4
  Biggest fanout along the worst timing path .................. 29

Run status
  Run status .................. finished clean

Job
  OpenROAD warnings .................. 26
  Max-cap violations .................. 0

Min path
  Min-Delay Path Class .................. flip-flop to flip-flop
==> final cells by class <==
cell class / count / share of cell area [%]
Sequential cell: 3333 / 66.1
Multi-Input combinational cell: 1949 / 18.8
Clock buffer: 425 / 5.94
Tap cell: 5663 / 4.72
Timing Repair Buffer: 515 / 2.93
Clock inverter: 198 / 1.34
Inverter: 37 / 0.102
Antenna cell: 37 / 0.0616
==> critical path, delay by kind of cell <==
kind	cells	cell delay, ns
AOI/OAI and AO/OA	3	1.60
xor gates and xnor gates	1	0.18
buffers and inverters	5	2.49
and+or+nand+nor	3	0.59
==> path summary, 6_finish.rpt <==
check,start,endpoint,slack [ns],depth (start not counted)
max reg2reg,mem1.mem[25][7],mem1.rdata[7],32.74,4
min,sel_map[4][1],sel_map[4][1],0.46,2
min reg2reg,sel_map[4][1],sel_map[4][1],0.46,2
max,raddr[3],rdata[1],15.93,12
==> synthesized netlist by cell type (2+ instances only) <==
| library cell | count | share of area (%) |
|---|---|---|
| sky130_fd_sc_hd__edfxtp_1 | 3264 | 76 |
| sky130_fd_sc_hd__mux4_2 | 964 | 17 |
| sky130_fd_sc_hd__nand2_1 | 287 | 0.84 |
| sky130_fd_sc_hd__nor2_1 | 178 | 0.52 |
| sky130_fd_sc_hd__clkbuf_1 | 167 | 0.49 |
| sky130_fd_sc_hd__mux2i_1 | 117 | 0.91 |
| sky130_fd_sc_hd__buf_2 | 93 | 0.36 |
| sky130_fd_sc_hd__dfxtp_1 | 69 | 1.1 |
| sky130_fd_sc_hd__mux2_2 | 59 | 0.52 |
| sky130_fd_sc_hd__a21oi_1 | 49 | 0.19 |
| sky130_fd_sc_hd__o21ai_0 | 41 | 0.16 |
| sky130_fd_sc_hd__inv_1 | 37 | 0.11 |
| sky130_fd_sc_hd__o22ai_1 | 34 | 0.17 |
| sky130_fd_sc_hd__buf_1 | 28 | 0.082 |
| sky130_fd_sc_hd__nor2b_1 | 21 | 0.10 |
| sky130_fd_sc_hd__a22oi_1 | 18 | 0.11 |
| sky130_fd_sc_hd__a222oi_1 | 17 | 0.13 |
| sky130_fd_sc_hd__o31ai_1 | 17 | 0.099 |
| sky130_fd_sc_hd__o221ai_1 | 16 | 0.11 |
| sky130_fd_sc_hd__nand3b_1 | 15 | 0.088 |
| sky130_fd_sc_hd__a221oi_1 | 14 | 0.095 |
| sky130_fd_sc_hd__nand3_1 | 14 | 0.055 |
| sky130_fd_sc_hd__xor2_1 | 12 | 0.082 |
| sky130_fd_sc_hd__o21ai_1 | 11 | 0.043 |
| sky130_fd_sc_hd__or3b_2 | 9 | 0.061 |
| sky130_fd_sc_hd__buf_6 | 8 | 0.070 |
| sky130_fd_sc_hd__xnor2_1 | 8 | 0.055 |
| sky130_fd_sc_hd__buf_4 | 5 | 0.029 |
| sky130_fd_sc_hd__and3_1 | 4 | 0.019 |
| sky130_fd_sc_hd__nand2b_1 | 4 | 0.019 |
| sky130_fd_sc_hd__nor3b_1 | 4 | 0.023 |
| sky130_fd_sc_hd__a31oi_1 | 3 | 0.015 |
| sky130_fd_sc_hd__and2_1 | 3 | 0.015 |
| sky130_fd_sc_hd__and3b_1 | 3 | 0.020 |
| sky130_fd_sc_hd__nor3_1 | 3 | 0.012 |
| sky130_fd_sc_hd__nor4_1 | 3 | 0.015 |
| sky130_fd_sc_hd__o211ai_1 | 3 | 0.018 |
| sky130_fd_sc_hd__or3_1 | 3 | 0.015 |
| sky130_fd_sc_hd__a211o_1 | 2 | 0.014 |
| sky130_fd_sc_hd__a311oi_1 | 2 | 0.014 |
==> power groups by stage <==
stage         sequential, W  combinational (W)  clock, W
CTS                 0.00453           0.000554   0.00363
global route        0.00453           0.000585   0.00379
finish              0.00453           0.000551   0.00358
==> cell usage in the layout (no fill, tap or decap), types with 14 or more instances in the layout <==
cell,instances
sky130_fd_sc_hd__clkbuf_16,345
sky130_fd_sc_hd__edfxtp_1,3264
sky130_fd_sc_hd__a22oi_1,18
sky130_fd_sc_hd__a21oi_1,49
sky130_fd_sc_hd__mux2i_1,117
sky130_fd_sc_hd__inv_2,32
sky130_fd_sc_hd__a221oi_1,14
sky130_fd_sc_hd__clkbuf_1,80
sky130_fd_sc_hd__clkinv_2,49
sky130_fd_sc_hd__bufinv_16,28
sky130_fd_sc_hd__mux4_2,964
sky130_fd_sc_hd__mux2_2,59
sky130_fd_sc_hd__nor2_4,67
sky130_fd_sc_hd__diode_2,37
sky130_fd_sc_hd__nor2b_1,21
sky130_fd_sc_hd__o21ai_0,41
sky130_fd_sc_hd__nand2_1,287
sky130_fd_sc_hd__nor2_1,111
sky130_fd_sc_hd__o221ai_1,16
sky130_fd_sc_hd__clkinv_1,83
sky130_fd_sc_hd__nand3b_1,15
sky130_fd_sc_hd__o22ai_1,34
sky130_fd_sc_hd__a222oi_1,17
sky130_fd_sc_hd__clkdlybuf4s50_1,184
sky130_fd_sc_hd__dfxtp_1,66
sky130_fd_sc_hd__buf_4,322
==> metal layers <==
layer / vias to the layer above / part of all wire (%) / track usage [%] / routed length, um
met3: 791 / 19 / 16.4 / 73300
li1: 25024 / - / - / -
met2: 4953 / 47 / 28.4 / 180000
met5: - / 0.086 / 0.454 / 328
met1: 31545 / 28 / 18.0 / 106000
met4: 16 / 5.6 / 8.45 / 21200
==> cell families after synthesis <==
| group | after synthesis | share of synthesized area [%] |
|---|---|---|
| simple gates | 556 | 1.84 |
| flops | 3333 | 77.4 |
| xor+xnor | 20 | 0.136 |
| compound gates | 233 | 1.21 |
| mux | 1140 | 18.3 |
| buf+inv | 338 | 1.14 |
==> sequential cells by signal (all words and copies together) (netlist names) <==
register	flops
mem1.mem	1024
mem3.bypass_gen.din_r	1
mem1.rdata	32
mem0.bypass_gen.bypass	1
mem0.rdata	32
mem3.re_r	1
mem3.bypass_gen.bypass	1
mem2.mem	992
mem1.bypass_gen.bypass	1
mem0.mem	1024
sel_map	64
mem3.mem	32
mem2.bypass_gen.din_r	31
mem2.bypass_gen.bypass	1
mem1.bypass_gen.din_r	32
mem0.bypass_gen.din_r	32
mem2.rdata	31
mem3.rdata	1
==> stage by stage <==
stage	hold WS [ns]	util (%)	power, W
6_report	0.462	35.4	0.00866
3_5_place_dp	0.454	32.8	0.00516
5_1_grt	0.493	35.4	0.00891
2_1_floorplan	0.432	-	0.00488
3_3_place_gp	0.457	32.8	0.00516
4_1_cts	0.462	35.3	0.00872
No activity file was given, so power comes from the tool's default toggle rates.
